==> flow/design.v <==
module SampleStorage (
		clk50,
		rst,
		idata,
		odata,
		iready,
		ivalid,
		oready,
		ovalid,
		read,
		write,
		read_ready,
		raddr,
		waddr,
		wdata,
		rdata,
		busy,
		channel,
		lrclk,
		state
	);
	parameter      ADDR_W             =     24;
	parameter      DATA_W             =     16;
	input logic clk50, rst, busy, ivalid, oready, read_ready;
	input logic signed [DATA_W-1:0]  idata;
	input logic signed [DATA_W-1:0] rdata;
	input logic channel, lrclk;
	output logic ovalid, iready, read, write;
	output logic signed [DATA_W-1:0]	odata;
	output logic signed [DATA_W-1:0] wdata;
	output logic [ADDR_W-1:0] waddr, raddr;
	logic signed [DATA_W-1:0] odata_next, wdata_next;
	logic [ADDR_W-2:0] raddress, waddress;
	logic ovalid_next, iready_next, flg;
	output logic [4:0] state;
	logic wmax_next, wmax, wmax_address, rmax_address;
	logic busy_last;
	assign rmax_address = &raddress;
	assign wmax_address = &waddress;
	assign waddr = {channel,waddress};
	assign raddr = {channel,raddress};
	always@(posedge clk50) begin
		if(rst) begin
			wmax_next <= 0;
		end else begin
			if(waddress >= 'd48000)
				wmax_next <= 1;
		end
	end
	always@(posedge clk50)	begin
		if(rst) begin
			state <= 'd0;
			raddress <= '0;
			waddress <= '0;
			iready_next <= 0;
			ovalid_next <= 0;
			odata_next <= '0;
			wdata_next <= '0;
			read <= 0;
			write <= 0;
			flg <=0;
		end else begin
			case(state)
				0: begin  
					ovalid_next <= '0;
					flg <= 0;
					if(ivalid) begin
						state <= 1;
						iready_next <= 1;
					end else
						state <= 0;
				end
				1: begin  
					iready_next <= 0;
					wdata_next <= idata;
					state <= 2;
				end
				2: begin  
					if(busy || ~lrclk) state <= 2;
					else begin
						write <= 1;
						state <= 3;
					end
				end
				3: begin  
					if(busy && ~busy_last) begin
						write <= 0;
						state <= 4;
					end else
						state <= 3;
				end
				4: begin  
					if(~busy) begin
						if(wmax_address)
							waddress <= '0;
						else
							waddress <= waddress + 1'd1;
						if(wmax)
							state <= 5;
						else begin
							state <= 8;
							flg <= '1;
						end
					end else
						state <= 4;
				end
				5: begin  
					if(busy || ~lrclk) state <= 5;
					else begin
						read <= 1;
						state <= 6;
					end
				end
				6: begin  
					if(busy && ~busy_last) begin
						read <= 0;
						state <= 7;
					end else
						state <= 6;
				end
				7: begin  
					if(read_ready) begin
						odata_next = rdata;
						state <= 8;
					end else begin
						state <= 7;
					end
				end
				8: begin  
					if(lrclk) begin
						ovalid_next <= 1;
						if(~flg) begin
							flg <= '1;
							if(rmax_address)
								raddress <= '0;
							else
								raddress <= raddress + 1'd1;
						end
						if(ovalid && oready) begin
							ovalid_next <= '0;
							state <= 0;
						end else
							state <= 8;
					end else state <= 8;
				end
				default: begin  
					iready_next <= iready;
					ovalid_next <= ovalid;
					state <= 0;
				end
			endcase
		end
	end
	always@(posedge clk50) begin  
		wmax <= wmax_next;
		busy_last <= busy;
	end
	always@(posedge clk50) begin  
		iready <= iready_next;
		ovalid <= ovalid_next;
		odata <= odata_next;
		wdata <= wdata_next;
	end
endmodule
==> flow/run.sh <==
#!/bin/bash
# OpenROAD 26Q1-2900-gdf79404cd8, Yosys 0.63+post, stock flow scripts
make -C /OpenROAD-flow-scripts/flow DESIGN_CONFIG=/design/flow/config.mk WORK_HOME=/design/flow/orfs finish
==> flow/config.mk <==
export PLATFORM = sky130hd
export DESIGN_NAME = SampleStorage
export DESIGN_NICKNAME = SampleStorage
export VERILOG_FILES = /design/flow/design.v
export SDC_FILE = /design/flow/constraint.sdc
export NUM_CORES = 4
export LEC_CHECK = 1
export CORE_UTILIZATION = 50
==> flow/constraint.sdc <==
current_design SampleStorage

set clk_period 6.5
set clk_io_pct 0.2

create_clock -name clk0 -period $clk_period [get_ports {clk50}]

set non_clock_inputs [all_inputs -no_clocks]
set_input_delay [expr $clk_period * $clk_io_pct] -clock clk0 $non_clock_inputs
set_output_delay [expr $clk_period * $clk_io_pct] -clock clk0 [all_outputs]
==> flow_summary.toml <==
# synthesis and place-and-route metrics
[outcome]
outcome = "finished clean"

[global_route]
grt_start_max_net_pins = 63
track_usage_pct = 22.98
globalRoute.totalOverflow = 0
antenna_found_initial = 0
grt_pass1_vias = 3849
grt_pass1_wl_um = 18360

[timing]
max_freq_mhz = 308.6
setup_total_negative_slack_ps = 0
finalCriticalPeriod_ps = 3241
finalSetupViolCount = 0
skew_ps = 8.283
timing_hold_violations_final = 0
slew_headroom_pct = 37.63
unrepaired_setup_endpoints_after_global_routing = "false"
timing.final.max_slew_violations = 0
finalCritPeriodShare_pct = 49.86
tightest_slew_ps = 932.3

[setup_path]
crit_path_max_fanout = 17
timing.critical_path.arrival_ps = 3590
cp_cell_sequence = "clkdlybuf4s50_1 > inv_1 > nand4_1 > o31ai_2 > a21oi_1"
critical_path_required_time_ps = 6850
critical_path.reg2reg.endpoint = "waddress[21]$_SDFFE_PP0P_"
reg2reg_from = "state[2]$_SDFF_PP0_"
regToRegSetupSlack_ps = 3820
slowest_stage = "o31ai_2"
timing.critical_path.from_type = "input port"
timing.setup.critical_path_class = "input port to register"
worst_r2r_path_depth = 4
cp-startpoint = "busy"
crit_path_max_incr_delay_ps = 790
endpoint_kind = "register"

[worst_hold_path]
holdPathStages = 0
whs_endpoint = "iready$_DFF_P_"
hold_path_class = "register to register"
hold_path_startpoint = "iready_next$_SDFFE_PP0P_"

[synth]
synth-warning-count = 1
netlist_area_um2 = 4886
syn_avg_cell_area_um2 = 8.884
dominantRegCellSynth = "dfxtp_1"
yosys_area_um2 = 4886
synth.lib_cells_used.distinct = 63
numSynthFlops = 124
synth-edff-count = 0
share_of_the_yosys_chip_area_belonging_to_registers_pct = 50.81
synth_async_sr_flop_share_pct = 0
netlist_instances = 550
ys_cells = 550

[clocking]
clock-sinks = 124
cts_setup_buffers = 0
h-tree-depth = 4
clk_path_buf_depth = 2
clk_transition_reported_paths_ps = 60
clkLatencyLatePin_ps = 500
cts_inserted_buffers = 17
cts-resized-gates = 0
cts_hold_buffers = 0
tritoncts_clock_tree = "yes"
clk_root_buffer_cell = "clkbuf_8"

[power_and_ir_drop]
power_density_nw_per_um2 = 268.7
worst_ir_drop_vdd_mv = 0.1929
power_frac_clock_pct = 52.0
power.share.sequential_pct = 43.5
power_switching_share_pct = 21.84
p_int_mw = 1.413
power.net_switching_mw = 0.3949
power.leakage_nw = 2.262
comb_power_share_pct = 4.5

[die]
core-area_um2 = 9371
standard_cell_row_count = 35
fp.dieH_um = 100.9
initCoreUtil_pct = 52.14
pin_count = 129
design.die.area_um2 = 10170
die_width_um = 100.9

[route]
detailedRoute.firstIterationViolations = 165
avgViaCountPerCell = 5.529
detailedRoute.firstPassIterationCount = 7
post_drt_wl_per_cell_um = 14.22
drt_drc_violations_left = 0
dr_total_vias = 4440
routed_wirelength_um = 11420
final_antenna_net_count = 0
route.antenna.diode_count = 0

[place]
place.port_buffers = 124
detailed_place_hpwl_um = 7340
finalWeightedCongestion = 0.8534
dpl_cell_area_um2 = 6136

[finish]
nFillCells = 690
multi_input_comb_area_um2 = 2200
layout.cell_area.non_filler_um2 = 6730
area_growth_syn_to_layout_pct = 37.75
drive_gt1_share_pct = 7.122
area.sequential_um2 = 2482

[run]
openroad.warnings = 27
max_cap_viol_count = 0
power by group through the flow:
stage	clock, mW	combinational, mW	sequential, mW
final	0.941	0.0810	0.786
after global routing	0.992	0.0889	0.788
after CTS	0.954	0.0815	0.787
synthesized netlist by cell type (all sizes together), types with 11 or more instances:
cell	number	area share (%)
o21ai	20	2.0
a21oi	76	7.8
or3	16	2.1
nand4	16	2.2
nor2	16	1.5
inv	11	0.85
dfxtp	124	51
buf	13	1.7
nand2	97	7.5
nand3	21	2.3
or4	20	3.1
clkbuf	19	1.5
o31ai	20	3.2
layout make-up:
type | count | share of cell area [%]
clock inverter | 14 | 2.677
multi-input combinational | 382 | 32.68
clock buffer | 17 | 6.154
tap | 129 | 2.398
timing repair buffer | 126 | 18.59
inverter | 11 | 0.6135
sequential | 124 | 36.88
metrics by stage:
step	hold slack [ps]	power [mW]	utilization, %	setup slack [ps]	instances
2_1_floorplan	330.6	0.8383	-	3802	550
3_3_place_gp	332.8	0.8825	65.47	2919	772
3_5_place_dp	336.3	0.8832	65.47	2840	772
4_1_cts	345.1	1.822	71.82	3345	803
5_1_grt	346.6	1.870	71.82	3069	803
6_report	345.4	1.808	71.82	3259	803
layer usage:
metal,GRT usage (%),routed length (um)
met4,3.010,116
met3,4.020,747
met5,0,0
met2,33.40,5017
met1,38.08,5539
sequential cells by signal, summed over array words and instances, names as in the netlist, 4 cells and up:
name and cells:
state 4, odata 16, wdata_next 16, odata_next 16, wdata 16, waddress 23, raddress 23
worst max-delay path, delay by kind of cell:
family	cells	cell delay [ps]
simple gates	1	540
compound gates	2	880
buf+inv	2	860
cell usage in the layout, fill, tap and decap left out, drive strengths merged, types with 2 or more instances in the layout:
cell type	instances
clkdlybuf4s50	123
and4	7
nor4b	2
nor3	4
nand4	16
buf	3
inv	19
clkbuf	17
o41ai	2
o211ai	2
xnor2	2
nand2b	3
a31oi	6
and2	5
dfxtp	124
ha	3
nor4	5
xor2	5
or4b	2
a311oi	2
a21oi	76
or3	16
nand3	21
o31ai	20
o21ai	20
and3	9
nor3b	2
nor2b	3
nor2	16
bufinv	3
or4	20
nand2	97
clkinv	2
kinds of logic after synthesis:
logic type      share of synthesized area, %
other cells                          0.07675
buf+inv                                4.174
flops                                  50.81
fa+ha+maj                             0.7683
compound gates                         16.72
xor+xnor                               1.255
simple gates                           26.20
how the worst max path moves through the flow:
stage / to / slack, ps / cells after the start
4_1_cts: waddress[21]$_SDFFE_PP0P_ / 3350 / 5
5_1_grt: waddress[13]$_SDFFE_PP0P_ / 3070 / 5
6_report: waddress[21]$_SDFFE_PP0P_ / 3260 / 5
No activity file was given, so power comes from the tool's default toggle rates.
